`./config.mk`:
```
export PLATFORM = sky130hd
export DESIGN_NAME = lab2_01
export DESIGN_NICKNAME = lab2_01
export VERILOG_FILES = /design/flow/design.v
export SDC_FILE = /design/flow/constraint.sdc
export NUM_CORES = 4
export LEC_CHECK = 1
export CORE_AREA = 10 10 70 70
export DIE_AREA = 0 0 80 80
```
`./constraint.sdc`:
```
current_design lab2_01

set clk_period 1.1
set clk_io_pct 0.2

create_clock -name clk0 -period $clk_period [get_ports {clk}]

set non_clock_inputs [all_inputs -no_clocks]
set_input_delay [expr $clk_period * $clk_io_pct] -clock clk0 $non_clock_inputs
set_output_delay [expr $clk_period * $clk_io_pct] -clock clk0 [all_outputs]
```
`./design.v`:
```
module flopr(input  logic       clk,
             input  logic       reset,
             input  logic [4:0] d,
             output logic [4:0] q);
  always @(posedge clk)
    if (reset) 
      q <= 0;
    else
      q <= d;
endmodule
module output_decoder(input logic l, r, a, b, c,
                      output logic la, lb, lc, ra, rb, rc);
  assign la = l & (a | b | c);
  assign lb = l & (b | c);
  assign lc = l & c;
  assign ra = r & (a | b | c);
  assign rb = r & (b | c);
  assign rc = r & c;
endmodule
module state_changer(input  logic l0, r0, a0, b0, c0,
                     input  logic in_l, in_r,
                     output logic l1, r1, a1, b1, c1);
  assign l1 = (l0 & ~c0) | (~l0 & ~r0 & in_l);
  assign r1 = (r0 & ~c0) | (~l0 & ~r0 & in_r);
  assign a1 = ~l0 & ~r0 & (in_l | in_r);
  assign b1 = (l0 | r0) & a0;
  assign c1 = (l0 | r0) & b0;
endmodule
module lab2_01(input logic clk,
               input logic reset,
               input logic left, right,
               output logic la, lb, lc, ra, rb, rc);
  logic l0, r0, a0, b0, c0;
  logic l1, r1, a1, b1, c1;
  state_changer next_logic(l0, r0, a0, b0, c0, left, right, l1, r1, a1, b1, c1);
  flopr current_state(clk, reset, {l1, r1, a1, b1, c1}, {l0, r0, a0, b0, c0});
  output_decoder decoder(l0, r0, a0, b0, c0, la, lb, lc, ra, rb, rc);
endmodule
```
`./run.sh`:
```
#!/bin/bash
# OpenROAD 26Q1-2900-gdf79404cd8, Yosys 0.63+post, stock flow scripts
make -C /OpenROAD-flow-scripts/flow DESIGN_CONFIG=/design/flow/config.mk WORK_HOME=/design/flow/orfs finish
```
==> notes.md <==
fresh numbers from the pnr run: failing checks setup timing, CP required 0.88 ns, Remaining DRCs 0, tightest hold margin 0.495 ns, initial antenna violation count 0, Yosys reg bits 5, pin count of the biggest net entering global routing 6, Die Y 80 um, root cell of the clock tree clkbuf_4, number of CTS-inserted buffers 3, fillcell total 383, Synth Cell Area 216 um2, gr ovfl total 0, crit path kind reg -> out, top flop regs current_state.q (5), Crit path max-delay family flip-flops, Critical-path top delay cell dfxtp_4, number of antenna-violating nets in the routed design 0, # port buffers 9, Cell Pwr Density 1050 nW/um2, CORE AREA 3420 um2, DRT met1 WL 255 um, fp_density 6.34%, crit share post-route 112%, Synth Area per Inst 9.41 um2, worst path buffer plus inverter count 2, Max Cap Viol 0, Leak 0.000200 uW, crit-path cells buf_6 > nor3_4 > nor2b_1 > buf_2, CTS tree yes, sequential area share after synthesis 46.2%, RSZ-0062 raised after global routing true, share of cells above drive strength 1 62.2%, vias per inst 2.64, Top cell excl fill/tap buf_6, Mapped Cells 23, yosys synthesis chip area 216 um2, routed vias 240, deepest clock path buffer count 2, post-DP HPWL 464 um, final wirelength 662 um, Synth Warn # 1, R2R Path End current_state.q[3], origin of the critical flop-to-flop path current_state.q[4], crit path DAT 1.01 ns, Worst Setup Start Kind register, status finished with violations, Power Total 511 uW, Hold Path Class reg -> reg, WL/cell 7.27 um, num rows 21, drt first pass iters 2, reg2reg setup slack 0.05 ns, Largest stage delay, worst path 0.33 ns, # diodes 0, Final GP Congestion 0.679, overall routing resource usage 2.27%, vias in the first global route 241, Final setup viols 6, yosys cell count 23, Chip Width 80 um, number of OpenROAD warnings 27, final core occ 14.3%, fin crit period 1.23 ns, Hold Crit Start current_state.q[2], WHS Path Cells 1, CP Capture Type primary output, worst vdd ir 207 uV, Clock H-tree levels 1, clk sinks 5, metal2 WL 284 um, number of DRC markers in iteration 0 9, Max Slew Vio Count 0, Clock Skew 0.000108 ns, Worst slew margin 85.0%, clk latency of the worst-skew pair 0.24 ns, Crit Path Max Fanout 2, pre-CTS setup slack -0.175 ns, Area Growth Syn to Fin 125%, largest reg by FF count current_state.q, worst slew pin tran 0.224 ns, Hold Path Sink current_state.q[1], first-pass GRT wire length 1100 um, Top cells excl fill/tap 6 x buf_6, 5 x buf_4, 4 x buf_2, Final Hold Fails 0, Yosys cell types 13, clk slew on worst S/H paths 0.04 ns, DIE AREA 6400 um2, Fmax achieved 0.814 GHz, DR WL met3 113 um, max reg flops 5, final worst slack -0.129 ns, Highest Signal Layer met4, IO Count 10, Worst Reg-to-Reg Cells 3
cells in the mapped netlist:
library cell | count | area [um2]
or2b_1 | 1 | 7.51
nor3b_1 | 2 | 15.0
nor4_1 | 1 | 6.26
and2_1 | 1 | 6.26
nor3_1 | 1 | 5.00
o21a_1 | 2 | 15.0
dfxtp_1 | 5 | 100
nor2b_1 | 2 | 12.5
nand2b_1 | 1 | 6.26
nor2_1 | 2 | 7.51
and2_2 | 1 | 7.51
a21oi_1 | 2 | 10.0
or3b_1 | 2 | 17.5
area by class of cell:
cell class                      instances  area, um2  area share [%]
Clock buffer                            4       26.3            5.38
Tap cell                               46       57.6            11.8
Timing Repair Buffer                   18        155            31.8
Multi-Input combinational cell         18        138            28.2
Sequential cell                         5        111            22.8
routing by layer:
layer | track usage, % | vias to the layer above
met4 | 0.880 | 0
met2 | 2.97 | 9
met5 | 0 | -
met3 | 2.50 | 2
li1 | - | 124
met1 | 2.27 | 105
metrics by stage:
step,std cells,TNS [ns],area (um2)
floorplan,23,0,216
global placement,81,-0.997,387
detailed placement,81,-1.04,387
CTS,89,-0.587,450
global route,91,-0.874,488
finish,91,-0.538,488
worst max-delay path by stage:
| stage | from | to | slack, ns | depth (start not counted) |
|---|---|---|---|---|
| after global routing | current_state.q[1] | la | -0.20 | 4 |
| final | current_state.q[1] | la | -0.13 | 4 |
| after CTS | current_state.q[0] | la | -0.15 | 4 |
power breakdown:
group	switching [uW]	internal, uW
registers	12.4	195
logic	34.1	61.6
clock network	71.3	137
total	118	393
cell families (layout without fill, tap and decap cells):
group / count (synthesis) / after routing / synth area share [%]
and+or+nand+nor: 14 / 14 / 42.2
buffers and inverters: 0 / 22 / 0
DFF: 5 / 5 / 46.2
AOI/OAI and AO/OA: 4 / 4 / 11.6
what timing repair did:
item                       in CTS  in global routing
gates resized                  32                  5
setup buffers                   4                  2
setup endpoints to repair       6                  7
hold buffers                    0                  0
pin swaps                       2                  3
Power and IR drop assume default switching activity.
