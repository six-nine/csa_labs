**flow/run.sh**
```bash
#!/bin/bash
# OpenROAD 26Q1-2900-gdf79404cd8, Yosys 0.63+post, stock flow scripts
make -C /OpenROAD-flow-scripts/flow DESIGN_CONFIG=/design/flow/config.mk WORK_HOME=/design/flow/orfs finish
```
**flow/config.mk**
```make
export PLATFORM = sky130hd
export DESIGN_NAME = game
export DESIGN_NICKNAME = game
export VERILOG_FILES = /design/flow/design.v
export SDC_FILE = /design/flow/constraint.sdc
export NUM_CORES = 4
export LEC_CHECK = 1
export CORE_AREA = 10 10 70 70
export DIE_AREA = 0 0 80 80
```
**flow/constraint.sdc**
```tcl
current_design game

set clk_period 1.9
set clk_io_pct 0.2

create_clock -name clk0 -period $clk_period [get_ports {clk}]

set non_clock_inputs [all_inputs -no_clocks]
set_input_delay [expr $clk_period * $clk_io_pct] -clock clk0 $non_clock_inputs
set_output_delay [expr $clk_period * $clk_io_pct] -clock clk0 [all_outputs]
```
**flow/design.v**
```verilog
module place_FSM(input logic clk,
                 input logic reset,
                 input logic[1:0] dir,
                 input logic sword,
                 output reg[2:0] place);
  reg[2:0] state;
  localparam[2:0]
    cave  = 3'b000,
    tunnel = 3'b001,
    river = 3'b010,
    cache = 3'b011,
    dragon = 3'b100,
    win = 3'b101,
    die = 3'b110,
    not_princess = 3'b111;
  localparam[1:0]
    l = 2'b00,
    r = 2'b01,
    u = 2'b10,
    d = 2'b11;
  assign place = state;
  always @(posedge clk, posedge reset)
    begin
      if (reset)
        state <= cave;
      else
        begin
          case (state)
            cave:
              state <= tunnel;
            tunnel:
              case (dir)
                l:
                  state <= cave;
                d:
                  state <= river;
                r:
                  state <= not_princess;
              endcase
            river:
              case (dir)
                l:
                  state <= cache;
                u:
                  state <= tunnel;
                r:
                  state <= dragon;
              endcase
            cache:
              state <= river;
            not_princess:
              state <= dragon;
            dragon:
              if (sword)
                state <= win;
              else 
                state <= die;
          endcase
        end
    end
endmodule
module sword_FSM(input logic clk,
                 input logic reset,
                 input logic[2:0] place,
                 output reg sword);
  reg state;
  assign sword = state;
  always @(posedge clk, posedge reset)
      if (reset)
        state <= 1'b0;
      else
        if (place == 3'b011)
          state <= 1'b1;
endmodule
module game(input logic clk,
            input logic reset,
            input logic[1:0] dir,
            output logic[1:0] result);
  localparam[1:0]
    in_process = 2'b00,
    win = 2'b01,
    die = 2'b10;
  localparam[2:0]
    cave  = 3'b000,
    tunnel = 3'b001,
    river = 3'b010,
    cache = 3'b011,
    dragon = 3'b100,
    victorious_vault = 3'b101,
    cemetery = 3'b110;
  logic sword;
  logic[2:0] place;
  place_FSM pl_fsm(clk, reset, dir, sword, place);
  sword_FSM sw_fsm(clk, reset, place, sword);
  always @(place)
    begin
      case (place)
        victorious_vault: 
          result <= win;
        cemetery:
          result <= die;
        default:
          result <= in_process;
      endcase
    end
endmodule
```
==> results.sh <==
# physical design summary
export IMPL_post_drt_wl_per_cell_um=7.27
export IMPL_grt_start_max_net_pins=10
export IMPL_crit_chain="clkdlybuf4s50_1"
export IMPL_setup_viol_count_final=0
export IMPL_ys_top_cells_by_count="dfrtp_1 (8), inv_1 (3)"
export IMPL_dieHeight_um=80
export IMPL_run_status="complete, no violations"
export IMPL_numSynthFlops=9
export IMPL_grt_first_pass_wirelength_um=1050
export IMPL_fillCellCount=403
export IMPL_num_rows=21
export IMPL_tritoncts="yes"
export IMPL_setup_ws_ns=0.436
export IMPL_slew_violations=0
export IMPL_drt_iter0_markers=4
export IMPL_logic_area_um2=70.1
export IMPL_synth_main_ff_cell="dfrtp_1"
export IMPL_core_area_mm2=0.00342
export IMPL_portBuffers=5
export IMPL_yosys_stat_chipArea_um2=319
export IMPL_dp_hpwl_um=437
export IMPL_crit_required_ns=1.52
export IMPL_drc=0
export IMPL_largest_area_cell="dfrtp_1"
export IMPL_synth_distinct_cells=12
export IMPL_die_x_um=80
export IMPL_drt_first_pass_iters=2
export IMPL_max_freq_ghz=0.683
export IMPL_htree_levels=1
export IMPL_skew_ns=0.00315
export IMPL_worst_path_largest_cell_delay_ns=0.49
export IMPL_overflow=0
export IMPL_edf_count=0
export IMPL_synth_top_cell_area_share_pct=62.7
export IMPL_p_per_area_mw_per_mm2=776
export IMPL_cp_end_kind="output pin"
export IMPL_yosys_stat_seqShare_pct=71.0
export IMPL_cap_violations=0
export IMPL_routed_wl_um=567
export IMPL_numClockSinks=9
export IMPL_viasPerCell=2.47
export IMPL_antenna_found_initial=0
export IMPL_tns_ns=0
export IMPL_slew_headroom_pct=78.4
export IMPL_clk_pin_slew_ns=0.06
export IMPL_ff_latch_area_um2=226
export IMPL_ctsHoldBuffers=0
export IMPL_fin_util_pct=13.0
export IMPL_cts_made_buffers=3
export IMPL_synthCells=25
export IMPL_crit_path_start_kind="flip-flop"
export IMPL_final_layout_size_suffix_gt1_share_pct=18.8
export IMPL_period_needed_ns=1.46
export IMPL_cts_setup_buffers=0
export IMPL_synth_warning_count=5
export IMPL_via_count=193
export IMPL_arrival_ns=1.08
export IMPL_io_pins=6
export IMPL_place_ws_ns=0.637
export IMPL_n_antenna_cell=0
export IMPL_cp_slowest_cell="clkdlybuf4s50_1"
export IMPL_gp_congestion=0.681
export IMPL_grt_pass1_vias=215
export IMPL_cp_buffers_inverters=1
export IMPL_syn_area_per_cell_um2=12.8
export IMPL_async_flop_share_pct=100
export IMPL_syn_area_um2=319
export IMPL_worstSetupPathType="reg2out"
export IMPL_tool_warnings=25
export IMPL_rsz0062_at_grt="no"
export IMPL_yosys_top_cells_area="dfrtp_1 (63%), dfstp_2 (8.2%), a21o_1 (4.7%)"
export IMPL_holdWs_ns=0.391
export IMPL_grt_usage_pct=2.10
export IMPL_initial_utilization_pct=9.34
export IMPL_root_buffer="clkbuf_4"
export IMPL_ys_cells=25
export IMPL_finalCritPeriodShare_pct=77.1
export IMPL_area_growth_syn_to_layout_pct=39.6
export IMPL_clock_latency_ns=0.25
export IMPL_critPathMaxFanout=2
export IMPL_critPathTopFamily="buffers and inverters"
export IMPL_leakagePower_nw=0.224
export IMPL_die_area_mm2=0.00640
export IMPL_hold_violations=0
export IMPL_yosysMostFrequentCell="dfrtp_1"
export IMPL_worst_pin_slew_ns=0.324
export IMPL_clock_path_buffers=2
export IMPL_ctsResizeCount=0
export IMPL_hold_class="in2async"
export IMPL_final_antenna_net_count=0
export IMPL_vdd_ir_drop_max_mv=0.403
-- power breakdown --
part | leakage, nW | switching [mW] | internal [mW]
clock | 0.0150 | 0.0601 | 0.0805
sequential | 0.122 | 0 | 0.192
combinational | 0.0867 | 0.00715 | 0.00602
total | 0.224 | 0.0673 | 0.278
-- worst paths after layout --
path	from	endpoint	slack, ns	cells past startpoint
setup reg to reg	pl_fsm.state[2]	pl_fsm.state[4]	1.09	2
hold reg to reg	pl_fsm.state[7]	pl_fsm.state[1]	0.45	1
min in group clk0	pl_fsm.state[7]	pl_fsm.state[1]	0.45	1
hold / removal	reset	pl_fsm.state[6]	0.39	2
max in group asynchronous	reset	pl_fsm.state[0]	1.22	2
setup / recovery	pl_fsm.state[3]	result[1]	0.44	1
-- cells by family after synthesis --
| logic type | count (synthesis) | share of synthesized area (%) |
|---|---|---|
| AOI/OAI and AO/OA | 6 | 13.7 |
| buffers and inverters | 6 | 7.06 |
| DFF | 9 | 71.0 |
| and+or+nand+nor | 4 | 8.24 |
-- layout make-up --
type,instances,area share (%)
clock buffer,4,5.90
inverter,4,3.37
multi-input combinational,10,15.7
sequential,9,50.8
tap,46,12.9
timing repair buffer,5,11.2
-- metal layers --
layer | share of wire, % | track usage [%] | up-vias
met5 | 0 | 0 | -
met1 | 58 | 3.13 | 90
met2 | 30 | 2.17 | 9
li1 | - | - | 94
met4 | 0 | 0.352 | 0
met3 | 12 | 1.70 | 0
-- sequential cells by signal (all words and copies together) (netlist names) --
signal / count
pl_fsm.state: 8
sw_fsm.state: 1
-- cells in the final DEF (no fill, tap or decap), drive strengths merged --
master and instances:
dfrtp 8, clkdlybuf4s50 5, inv 4, clkbuf 4
and3 3, o21bai 2, a21o 2, or2 1
a31o 1, o21ai 1, dfstp 1
-- per-stage QoR --
stage / area [um2] / cells / total power, mW
3_5_place_dp: 419 / 74 / 0.208
3_3_place_gp: 419 / 74 / 0.208
4_1_cts: 445 / 78 / 0.354
2_1_floorplan: 319 / 25 / 0.200
5_1_grt: 445 / 78 / 0.370
6_report: 445 / 78 / 0.346
Power and IR drop assume default switching activity.
